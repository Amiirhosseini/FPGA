==> design/flow/design.v <==
module Mux_32to1_16bit(out, a1,a2,a3,a4,a5,a6,a7,a8,a9,a10,a11,a12,a13,a14,a15,a16,a17,a18,a19,a20,a21,a22,a23,a24,a25,a26,a27,a28,a29,a30,a31,a32, s0, s1 , s2 , s3 , s4);
output[15:0] out;
input[15:0] a1,a2,a3,a4,a5,a6,a7,a8,a9,a10,a11,a12,a13,a14,a15,a16,a17,a18,a19,a20,a21,a22,a23,a24,a25,a26,a27,a28,a29,a30,a31,a32; 
input s0, s1 , s2 , s3 , s4;
wire[15:0] m1,m2,m3,m4,m5,m6,m7,m8,m9,m10,m11,m12,m13,m14,m15,m16;
Mux_4to1_16bit M1 (m1, a1, a2, a3, a4, s0, s1);
Mux_4to1_16bit M2 (m2, a5, a6, a7, a8, s0, s1);
Mux_4to1_16bit M3 (m3, a9, a10, a11, a12, s0, s1);
Mux_4to1_16bit M4 (m4, a13, a14, a15, a16, s0, s1);
Mux_4to1_16bit M5 (m5, a17, a18, a19, a20, s0, s1);
Mux_4to1_16bit M6 (m6, a21, a22, a23, a24, s0, s1);
Mux_4to1_16bit M7 (m7, a25, a26, a27, a28, s0, s1);
Mux_4to1_16bit M8 (m8, a29, a30, a31, a32, s0, s1);
Mux_4to1_16bit M9 (m9, m1, m2, m3, m4, s2, s3);
Mux_4to1_16bit M10 (m10, m5, m6, m7, m8, s2, s3);
Mux_4to1_16bit M11 (out, m9, m10, 0, 0, s4, 0);
endmodule
module Mux_4to1(out, a, b, c, d, s0, s1);
output out;
input a, b, c, d, s0, s1;
wire sobar, s1bar, T1, T2, T3, T4;
not (s0bar, s0), (s1bar, s1);
and (T1, a, s0bar, s1bar), (T2, b, s0, s1bar),(T3, c, s0bar, s1), (T4, d, s0, s1);
or(out, T1, T2, T3, T4);
endmodule
module Mux_4to1_16bit(out, a, b, c, d, s0, s1);
output[15:0] out;
input[15:0] a, b, c, d; 
input s0, s1;
wire m0,m1,m2,m3,m4,m5,m6,m7,m8,m9,m10,m11,m12,m13,m14,m15;
Mux_4to1 M1 ( out[0],a[0],b[0],c[0],d[0],s0,s1);
Mux_4to1 M2 ( out[1],a[1],b[1],c[1],d[1],s0,s1);
Mux_4to1 M3 ( out[2],a[2],b[2],c[2],d[2],s0,s1);
Mux_4to1 M4 ( out[3],a[3],b[3],c[3],d[3],s0,s1);
Mux_4to1 M5 ( out[4],a[4],b[4],c[4],d[4],s0,s1);
Mux_4to1 M6 ( out[5],a[5],b[5],c[5],d[5],s0,s1);
Mux_4to1 M7 ( out[6],a[6],b[6],c[6],d[6],s0,s1);
Mux_4to1 M8 ( out[7],a[7],b[7],c[7],d[7],s0,s1);
Mux_4to1 M9 ( out[8],a[8],b[8],c[8],d[8],s0,s1);
Mux_4to1 M10 ( out[9],a[9],b[9],c[9],d[9],s0,s1);
Mux_4to1 M11 ( out[10],a[10],b[10],c[10],d[10],s0,s1);
Mux_4to1 M12 ( out[11],a[11],b[11],c[11],d[11],s0,s1);
Mux_4to1 M13 ( out[12],a[12],b[12],c[12],d[12],s0,s1);
Mux_4to1 M14 ( out[13],a[13],b[13],c[13],d[13],s0,s1);
Mux_4to1 M15 ( out[14],a[14],b[14],c[14],d[14],s0,s1);
endmodule
==> design/flow/run.sh <==
#!/bin/bash
# OpenROAD 26Q1-2900-gdf79404cd8, Yosys 0.63+post, stock flow scripts
make -C /OpenROAD-flow-scripts/flow DESIGN_CONFIG=/design/flow/config.mk WORK_HOME=/design/flow/orfs finish
==> design/flow/config.mk <==
export PLATFORM = sky130hd
export DESIGN_NAME = Mux_32to1_16bit
export DESIGN_NICKNAME = Mux_32to1_16bit
export VERILOG_FILES = /design/flow/design.v
export SDC_FILE = /design/flow/constraint.sdc
export NUM_CORES = 4
export LEC_CHECK = 1
export CORE_AREA = 10 10 210 210
export DIE_AREA = 0 0 220 220
==> design/flow/constraint.sdc <==
current_design Mux_32to1_16bit

set clk_period 3.1
set clk_io_pct 0.2

create_clock -name clk0 -period $clk_period

set non_clock_inputs [all_inputs -no_clocks]
set_input_delay [expr $clk_period * $clk_io_pct] -clock clk0 $non_clock_inputs
set_output_delay [expr $clk_period * $clk_io_pct] -clock clk0 [all_outputs]
==> reports/highlights.md <==
- 0 — total of endpoints with negative setup slack in the final report
- 4.08 — Via-to-Cell Ratio
- 2460 ps — Arrival @ worst endpoint
- clkdlybuf4s50_1 — critical path's slowest cell
- 8.00 um^2 — Mapped Avg Cell Area
- 11.1% — FP Core Util
- 4410 um^2 — summed standard-cell area reported by yosys
- 23 — pin count of the biggest net entering global routing
- 220 um — die width
- 0 — # clk buffers
- mux2i_1 — cell taking the most area after synthesis
- 500 ps — peak per-stage delay on the critical path
- 0 — Final Max Slew Viols
- 54.5% — area share, top type
- 73 — std cell rows
- 1910 ps — worst hold slack
- 12 — Worst Path Max Fanout
- 4410 um^2 — Synth Cell Area
- 551 — # Cells Yosys
- mux2i_1 — post-synthesis cell type with the largest instance count
- input port to output pin — Hold/Removal Path Class
- input port to output pin — critical path class
- 28.1% — final standard cell utilization of the core
- 99.4% — crit share post-route
- 500 — count of input and output buffers
- 23.6 um — wire length per cell after detailed routing
- 245 — number of violations reported at the end of detailed-routing iteration 0
- 0 um^2 — Flop area
- 48400 um^2 — chip footprint
- 1605 — number of placed cells counting well taps
- 16.4% — fraction of final layout cells sized beyond drive strength 1
- 0 — reported max-cap violation count
- 0 — number of buffers added to fix hold violations after cts
- 140 nW/um^2 — Pwr Density
- s1 — start point of the critical path
- 0.924 — weighted congestion reported at the end of routability-driven placement
- mux2i_1 (240), a22oi_1 (60) — top cells by instance count after synthesis
- 0 ps — setup_tns
- complete, no violations — outcome
- 1616 — Cell Count, Final, Fillers Out
- 4196 — filler instances
- 3080 ps — clock period minus worst slack
- 66 — number of warning messages in the logs
- 33.2 mm — HPWL after detailed placement
- 10500 um^2 — total placed instance area
- 5 — YS warnings
- 0 — DRC violation count after routing
- 0 — sequential cell count
- 51.9 mm — global-route wire length before repair
- mux2i_1 (54%), a22oi_1 (10%), a22o_1 (6.0%) — Top cells by area
- 0 — final antenna-violating net count
- 4 — number of iterations in the first detailed-routing pass
- 14.9% — gr usage total
- 6597 — Via Count
- buf_12 -> buf_12 -> buf_12 -> buf_4 -> buf_6 -> buf_4 -> mux2i_1 -> a21oi_1 -> nand3_1 -> nand3_1 -> clkdlybuf4s50_1 — cell chain of the critical path
- 0 — total antenna diodes in the routed design
- 0.324 GHz — highest achievable clock rate
- 2480 ps — worst path required time
- 0 — total overflow reported by the global router
- out[1] — end point of the critical path
- 1.56 mW — sum of internal, switching and leakage power
- 21 — unique cell type count in the Yosys netlist
- -733 ps — DP Worst Slack
- 38.2 mm — final WL
- 4240 um^2 — multi-input logic area
- 3 — initial antenna violation count
- 153% — area added between synthesis and finish
- 11100 um^2 — fin area
- input port — Critical Path Start Type
- 4.65 nW — Lkg Pwr
- 7439 — vias in the first global route
- 39600 um^2 — area inside the core boundary
- output pin — CP endpoint kind
- 49.3 uV — maximum vdd ir drop
- 0 — number of hold violations in the final report
- 18.0 ps — crit path setup slack, layout
- 551 — cell count after synthesis
- yes — RSZ-0062 raised after global routing
- 533 — count of boundary I/O pins
- 220 um — die y size
- buf_12 — CP dominant cell by count
- 0% — sequential area share after synthesis
[report_power, final]
part | switching [mW] | leakage (nW) | internal [mW] | total, mW
clock | 0 | 0 | 0 | 0
sequential | 0 | 0 | 0 | 0
combinational | 0.571 | 4.65 | 0.987 | 1.56
total | 0.571 | 4.65 | 0.987 | 1.56
[what timing repair did]
action                                  in CTS  in global routing
pin swaps                                   22                  8
resized                                     98                 18
buffers inserted                             7                  0
endpoints found under the setup margin      15                 10
cloned                                       5                  0
[per-layer routing]
metal | GRT usage, % | up-vias | wire length (um)
met5 | 0 | - | 13
met4 | 0.959 | 2 | 255
met3 | 3.20 | 16 | 2710
met2 | 27.1 | 305 | 19600
met1 | 18.4 | 3047 | 15500
li1 | - | 3227 | -
[cells by family after synthesis]
logic type,after synthesis,share of synthesized area [%]
AOI/OAI and AO/OA,135,21.7
other,1,0.0851
muxes,240,54.5
and+or+nand+nor,97,10.7
buffers and inverters,78,13.0
[worst max-delay path: cells and delay by family]
family | cells | cell delay, ps
compound gates | 1 | 140
mux | 1 | 120
simple gates | 2 | 190
buf+inv | 7 | 1370
[area by class of cell]
class,count,share of cell area [%]
tap,525,5.89
timing repair buffer,617,56.1
multi-input combinational,474,38.0
[cells in the final DEF, fill, tap and decap left out, types with 11 or more instances in the layout]
cell type	instances
buf_6	15
nand2_1	30
nand4_1	15
a22o_1	30
mux2i_2	12
a21oi_1	28
buf_4	85
a22oi_2	12
a22oi_1	48
mux2i_1	224
buf_12	13
nand3_1	23
clkdlybuf4s50_1	482
dlygate4sd2_1	11
[worst min-delay path by stage]
stage | from | endpoint | slack [ps] | cells after the start
after CTS | s0 | out[13] | 2190 | 7
final | s3 | out[8] | 1910 | 5
after global routing | s3 | out[8] | 1960 | 5
No activity file was given, so power comes from the tool's default toggle rates.
