## flow/config.mk

```make
export PLATFORM = sky130hd
export DESIGN_NAME = Top_module
export DESIGN_NICKNAME = Top_module
export VERILOG_FILES = /design/flow/design.v
export SDC_FILE = /design/flow/constraint.sdc
export NUM_CORES = 4
export LEC_CHECK = 1
export CORE_UTILIZATION = 40
```

## flow/design.v

```verilog
module Correlation(
    First_Num,
    Second_Num,
    Target_Num,
    Clock,
    Reset,
	 Correct_guess,
	 Out_1,
	 Out_2
	);
	parameter N=32;
	input [N-1:0] First_Num; 
	input [N-1:0] Second_Num; 
	input [N-1:0] Target_Num; 
	input Clock,Reset;
	output [1:0] Correct_guess;
	output reg [N+2:0] Out_1;
	output reg [N+2:0] Out_2;
	assign Correct_guess = Reset? 2'b00 : {Second_Num==Target_Num,First_Num==Target_Num};
	function [N+2:0] Correlation_Func;
		input [N-1:0] Num;		
		input [N-1:0] Target;
		reg [N+2:0] total;
		integer i;
		begin
			total=0;
			for (i=0;i<N;i=i+1)
				total=total+(Num[i]==Target[i]);
			Correlation_Func=total;
		end
	endfunction
	always @(posedge Clock or posedge Reset) begin
		if(Reset) begin
			Out_1<=0;
			Out_2<=0;
		end
		else begin
			Out_1<=Out_1+Correlation_Func(First_Num,Target_Num);
			Out_2<=Out_2+Correlation_Func(Second_Num,Target_Num);
		end
	end
endmodule 
module  Winner(
	 Out_1,
	 Out_2,
	 Out_wr
	);
	parameter N=32;
	input [N+2:0] Out_1;
	input [N+2:0] Out_2;
	output [1:0] Out_wr;
	assign Out_wr = {Out_2>=Out_1,Out_1>=Out_2};
endmodule 
module Decision(
	Clock,
	Reset,
	Correct_guess,
	Out_wr,
	Result
	);
	input Clock,Reset;
	input [1:0] Correct_guess;
	input [1:0] Out_wr;
	output reg [1:0] Result;
	reg [3:0]counter;
	always @(posedge Clock or posedge Reset) begin
		if(Reset) begin
			Result<=0;
			counter<=0;
		end
		else begin
			if(Result==2'b00) begin
				if(Correct_guess!=2'b00) begin
					Result<=Correct_guess;
				end
				else begin
					counter<=counter+1;
					if(counter==9) begin
						Result<=Out_wr;
					end
				end
			end
		end
	end
endmodule
module Top_module(
    First_Num,
    Second_Num,
    Target_Num,
    Clock,
    Reset,
    Result
    );
	parameter N=32;
	input [N-1:0] First_Num; 
	input [N-1:0] Second_Num; 
	input [N-1:0] Target_Num; 
	input Clock,Reset;
	output [1:0] Result;
	wire [1:0] Correct_guess;
	wire [N+2:0] Out_1;
	wire [N+2:0] Out_2;
	wire [1:0] Out_wr;
	Correlation #(N) correlation(First_Num,Second_Num,Target_Num,Clock,Reset,Correct_guess,Out_1,Out_2);
	Winner #(N) winner(Out_1,Out_2,Out_wr);
	Decision decision(Clock,Reset,Correct_guess,Out_wr,Result);
endmodule
```

## flow/constraint.sdc

```tcl
current_design Top_module

set clk_period 8.9
set clk_io_pct 0.2

create_clock -name clk0 -period $clk_period [get_ports {Clock}]

set non_clock_inputs [all_inputs -no_clocks]
set_input_delay [expr $clk_period * $clk_io_pct] -clock clk0 $non_clock_inputs
set_output_delay [expr $clk_period * $clk_io_pct] -clock clk0 [all_outputs]
```

## flow/run.sh

```bash
#!/bin/bash
# OpenROAD 26Q1-2900-gdf79404cd8, Yosys 0.63+post, stock flow scripts
make -C /OpenROAD-flow-scripts/flow DESIGN_CONFIG=/design/flow/config.mk WORK_HOME=/design/flow/orfs finish
```

==> flow_metrics.py <==
# Synthesis and PnR figures
metrics = {
    "run_status": {
        "outcome": "finished clean",
    },
    "clock_network": {
        "cts_hold_buf": 0,
        "cts_buffers": 9,
        "clkSinkCount": 76,
        "cts-htree-levels": 3,
        "cts_root_buffer": "clkbuf_16",
        "path_clk_slew_ns": 0.06,
        "cts_resized": 0,
        "post-cts-setup-buffer-count": 0,
        "cts_tree": "built",
        "clk_latency_ns": 0.33,
        "cts_buffer_depth": 2,
    },
    "die": {
        "die_h_microns": 134,
        "fp.dieW_microns": 134,
        "die_area_sq_um": 18000,
        "ios": 100,
        "fp_util_pct": 41.5,
        "rows": 47,
        "fp.coreArea_sq_um": 16800,
    },
    "synthesis": {
        "ys_ff": 76,
        "ys_warn_count": 2,
        "synth-main-ff-cell": "dfrtp_1",
        "synthCells": 690,
        "ys_seq_share_pct": 27.2,
        "yosys.cell_types.count": 58,
        "synth_top_area_share_pct": 27.2,
        "edf_count": 0,
        "topCellsByArea": "dfrtp_1, ha_1, fa_1",
        "syn_area_sq_um": 6980,
        "ys_chip_area_sq_um": 6980,
        "ys_async_sr_fraction_pct": 100,
        "ys_cells": 690,
        "yosysTopAreaCell": "dfrtp_1",
        "avgSynthCellArea_sq_um": 10.1,
    },
    "drt": {
        "wl_per_cell_microns": 15.7,
        "num_vias": 5181,
        "antenna_left": 0,
        "totalWireLength_microns": 16000,
        "drc": 0,
        "diodes": 0,
        "viasPerCell": 5.07,
        "drt-pass1-iter-count": 4,
        "drt-initial-drc-count": 190,
    },
    "timing": {
        "setup_tns_ns": 0,
        "relSlewSlack_pct": 45.0,
        "finalCritPeriodShare_pct": 84.4,
        "worst_pin_slew_ns": 0.817,
        "finalClockSkew_ns": 0.00490,
        "max_freq_mhz": 133,
        "finalCriticalPeriod_ns": 7.51,
        "hold_violations": 0,
        "drv_slew": 0,
        "finalSetupViolations": 0,
        "rsz0062_at_grt": "false",
        "layout_setup_ws_ns": 1.39,
    },
    "cells_and_area": {
        "final_cell_mix": "inv_1, clkdlybuf4s50_1, ha_1",
        "final_area_sq_um": 8520,
        "utilization_pct": 50.7,
        "lay_top_count": "inv_1",
        "drive_gt1_share_pct": 4.24,
        "area_growth_pct": 22.1,
    },
    "worst_setup_path": {
        "ff2ff_setup_slack_ns": 3.72,
        "cp.required_ns": 9.16,
        "cp-start-kind": "input pin",
        "worst_setup_path_end_kind": "flip-flop",
        "reg2reg_depth": 14,
        "cp.arrival_ns": 7.76,
        "cp_max_fo": 6,
        "criticalPathCategory": "input pin to flip-flop",
    },
    "min_path": {
        "hp-class": "flip-flop to flip-flop",
        "whs_path_depth": 1,
    },
    "place": {
        "preCtsSetupSlack_ns": 1.01,
        "portBuffers": 99,
        "post_dp_cell_area_sq_um": 8240,
        "place_congestion": 0.892,
        "place.detailed.hpwl_microns": 13700,
    },
    "flow_run": {
        "cap_violations": 0,
        "tool_warnings": 28,
    },
    "global_routing": {
        "grt_pass1_vias": 5443,
        "antenna_found_initial": 0,
        "grtUsageTotal_pct": 19.7,
        "grt_max_degree": 59,
        "grt_pass1_wl_microns": 26900,
        "grt-ovfl-total": 0,
    },
}
flip-flops by register name, summed over array words and instances (netlist names):
name and count:
decision.Result 2, decision.counter 4, correlation.Out_2 35, correlation.Out_1 35
layer usage:
| layer | vias up | global-route usage [%] | wire [microns] |
|---|---|---|---|
| met1 | 2517 | 28.7 | 7150 |
| met4 | 0 | 2.62 | 228 |
| met5 | - | 0 | 0 |
| li1 | 2526 | - | - |
| met3 | 16 | 4.44 | 847 |
| met2 | 122 | 32.0 | 7800 |
layout make-up:
class | count | area (sq um)
multi-input cells | 499 | 4640
flip-flops and latches | 76 | 1900
fillers | 1500 | 8300
clock inverters | 1 | 7.51
well taps | 220 | 275
repair buffers | 101 | 1010
inverters | 111 | 417
clock buffers | 13 | 270
critical path, cell delays in order:
cell             delay, ns
clkdlybuf4s50_1       0.51
xor2_1                0.28
fa_1                  0.52
fa_1                  0.53
fa_1                  0.52
fa_1                  0.52
fa_1                  0.51
fa_1                  0.47
inv_1                 0.06
ha_1                  0.16
inv_1                 0.05
fa_1                  0.39
nor2b_1               0.11
o21ai_0               0.10
a21boi_1              0.45
o21ai_1               0.31
nor3_1                0.30
xor2_1                0.18
cells by family (layout without fill, tap and decap cells):
family          Yosys count  after routing  synth area share, %
mux                       1              1                0.143
flops                    76             76                 27.2
simple gates            162            162                 13.4
buf+inv                 115            226                 6.22
fa+ha+maj               137            137                 29.9
xor+xnor                132            132                 16.6
compound gates           67             67                 6.52
final timing paths:
path,startpoint,endpoint
max,Target_Num[28],correlation.Out_2[20]
min,decision.counter[3],decision.counter[3]
max reg2reg,correlation.Out_2[1],correlation.Out_2[20]
min reg2reg,decision.counter[3],decision.counter[3]
max in group asynchronous,Reset,correlation.Out_1[14]
min in group asynchronous,Reset,correlation.Out_1[1]
stage by stage:
step	instances	hold slack (ns)
after floorplan	690	0.445
after global placement	1007	0.465
after detailed placement	1007	0.468
after CTS	1021	0.479
after global routing	1021	0.506
final	1021	0.477
synthesized netlist by cell type (7+ instances only):
| cell type | number |
|---|---|
| fa_1 | 50 |
| o21ai_0 | 11 |
| nand3_1 | 39 |
| inv_1 | 111 |
| xor2_1 | 48 |
| and3_1 | 9 |
| dfrtp_1 | 76 |
| nor4_1 | 7 |
| nor3_1 | 12 |
| a21oi_1 | 18 |
| nand2_1 | 20 |
| ha_1 | 87 |
| xnor2_1 | 84 |
| nand4_1 | 20 |
| nor2_1 | 22 |
