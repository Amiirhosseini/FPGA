**flow/config.mk**
```make
export PLATFORM = sky130hd
export DESIGN_NAME = RFCorrelator
export DESIGN_NICKNAME = RFCorrelator
export VERILOG_FILES = /design/flow/design.v
export SDC_FILE = /design/flow/constraint.sdc
export NUM_CORES = 4
export LEC_CHECK = 1
export CORE_UTILIZATION = 50
```
**flow/constraint.sdc**
```tcl
current_design RFCorrelator

set clk_period 6.6
set clk_io_pct 0.2

create_clock -name clk0 -period $clk_period [get_ports {Clock}]

set non_clock_inputs [all_inputs -no_clocks]
set_input_delay [expr $clk_period * $clk_io_pct] -clock clk0 $non_clock_inputs
set_output_delay [expr $clk_period * $clk_io_pct] -clock clk0 [all_outputs]
```
**flow/design.v**
```verilog
module Correlation_32(
    input [31:0] Num_1,
    input [31:0] Num_2,
    input [31:0] Num_3,
    input [31:0] Num_4,
    input [31:0] Num_5,
    input [31:0] Num_6,
    input [31:0] Num_7,
    input [31:0] Num_8,
    input [31:0] Num_9,
    input [31:0] Num_10,
    input [31:0] Num_11,
    input [31:0] Num_12,
    input [31:0] Num_13,
    input [31:0] Num_14,
    input [31:0] Num_15,
    input [31:0] Num_16,
    input [31:0] Target_Num,
    input Clock,
    input Reset,
    output reg [3:0] Out_4
    );
	 reg [5:0] corr_memory[14:0];
	 reg [5:0] max;
	 integer i;
	 always @(posedge Clock or posedge Reset) begin
		if(Reset) begin
			Out_4<=0;
		end
		else begin
			corr_memory[0] = Correlation_Func(Num_1,Target_Num);
			corr_memory[1] = Correlation_Func(Num_2,Target_Num);
			corr_memory[2] = Correlation_Func(Num_3,Target_Num);
			corr_memory[3] = Correlation_Func(Num_4,Target_Num);
			corr_memory[4] = Correlation_Func(Num_5,Target_Num);
			corr_memory[5] = Correlation_Func(Num_6,Target_Num);
			corr_memory[6] = Correlation_Func(Num_7,Target_Num);
			corr_memory[7] = Correlation_Func(Num_8,Target_Num);
			corr_memory[8] = Correlation_Func(Num_9,Target_Num);
			corr_memory[9] = Correlation_Func(Num_10,Target_Num);
			corr_memory[10] = Correlation_Func(Num_11,Target_Num);
			corr_memory[11] = Correlation_Func(Num_12,Target_Num);
			corr_memory[12] = Correlation_Func(Num_13,Target_Num);
			corr_memory[13] = Correlation_Func(Num_14,Target_Num);
			corr_memory[14] = Correlation_Func(Num_15,Target_Num);
			max = Correlation_Func(Num_16,Target_Num);
			Out_4<=15;
			for(i=14;i>=0;i=i-1) begin
				if(corr_memory[i]>=max) begin
					max = corr_memory[i];
					Out_4 <= i;
				end
			end
		end
	 end
	 function [5:0] Correlation_Func;
		input [31:0] Num;		
		input [31:0] Target;
		reg [5:0] i;
		begin
			Correlation_Func=0;
			for (i=0;i<32;i=i+1)
				Correlation_Func=Correlation_Func+(Num[i]==Target[i]);
		end
	endfunction
endmodule
module RFCorrelator(
    input Bit_stream,
    input Clock,
    input Reset,
    output reg [3:0] Out_str
    );
	 reg [31:0] serial_to_parallel;
	wire [31:0] inputs[15:0];
	reg [4:0] counter;
	wire [3:0] Out_4;
	always @(posedge Clock or posedge Reset) begin
		if(Reset) begin
			serial_to_parallel<=0;
			counter<=0;
			Out_str<=0;
		end
		else begin
			counter<=counter+1;
			serial_to_parallel<={serial_to_parallel[30:0],Bit_stream};
			if(counter==5'b11111) begin
				Out_str<=Out_4;
			end
		end
	end
	 Correlation_32 corr_32 (
		.Num_1({serial_to_parallel[30:0],Bit_stream}), 
		.Num_2(inputs[0]), 
		.Num_3(inputs[1]), 
		.Num_4(inputs[2]), 
		.Num_5(inputs[3]), 
		.Num_6(inputs[4]), 
		.Num_7(inputs[5]), 
		.Num_8(inputs[6]), 
		.Num_9(inputs[7]), 
		.Num_10(inputs[8]), 
		.Num_11(inputs[9]), 
		.Num_12(inputs[10]), 
		.Num_13(inputs[11]), 
		.Num_14(inputs[12]), 
		.Num_15(inputs[13]), 
		.Num_16(inputs[14]), 
		.Target_Num(inputs[15]), 
		.Clock(Clock), 
		.Reset(Reset), 
		.Out_4(Out_4)
	);
	genvar i;
	generate
		for(i=0;i<16;i=i+1) begin : assigning
			assign inputs[i] = i==15?0:i==0? 4225597151 : 32'hFFFF_FFFF;
		end
	endgenerate
endmodule
```
**flow/run.sh**
```bash
#!/bin/bash
# OpenROAD 26Q1-2900-gdf79404cd8, Yosys 0.63+post, stock flow scripts
make -C /OpenROAD-flow-scripts/flow DESIGN_CONFIG=/design/flow/config.mk WORK_HOME=/design/flow/orfs finish
```
==> impl_metrics.yaml <==
# physical design summary
logic_synthesis:
  largest_area_cell: "dfrtp_1"
  synthArstFlopShare_pct: 100.0
  syn_avg_cell_area_um2: 13.45
  yosys.area.top_type_share_pct: 50.50
  edf_count: 0
  yosys_area_um2: 1883
  ys_ff: 38
  synth_cell_types: 19
  synth_seq_share_pct: 50.50
  synth-main-ff-cell: "dfrtp_1"
  syn_area_um2: 1883
  ys_warn_count: 3
  yosys-top-cells-area: "dfrtp_1, fa_1, inv_1"
  yosys_cells: 140
  postSynthCellCount: 140
pwr:
  p_comb_share_pct: 56.1
  swShare_pct: 36.79
  seq_power_share_pct: 27.1
  p_int_uw: 596.6
  p_leak_nw: 1.092
  p_total_uw: 943.7
  clockPowerShare_pct: 16.8
  powerDensity_nw_per_um2: 459.4
  ir_worst_vdd_v: 0.0002677
  p_switching_uw: 347.2
global_route:
  grt_pass1_wl_um: 4443
  antenna_found_initial: 0
  grt_use_total_pct: 15.58
  grt_pass1_vias: 985
  overflow: 0
  grt_max_degree: 39
final_timing:
  period_needed_ns: 5.890
  max_freq_ghz: 0.1698
  finClkSkew_ns: 0.004639
  maxSlewViolCount: 0
  rsz0062_at_grt: "false"
  hold_viol_final: 0
  finalSetupViolCount: 0
  tns_ns: 0
  min_period_over_period_pct: 89.24
hold_path:
  hp-start: "serial_to_parallel[25]"
  hold_depth: 0
  hold_class: "register to register"
route:
  antennaDiodeCount: 0
  drt_iter0_markers: 13
  ant_nets: 0
  wl_per_cell_um: 11.69
  viasPerCell: 4.487
  via_count: 884
  first_pass_iters: 2
  wl_um: 2302
  drcViolationCount: 0
worst_setup_path:
  crit_arrival_ns: 6.05
  cpMaxStageDelayCell: "fa_1"
  r2r_end: "corr_32.Out_4[0]"
  max_stage_delay_ns: 0.53
  crit_type: "primary input to register"
  r2r-start: "serial_to_parallel[8]"
  critPathCapture: "corr_32.Out_4[0]"
  end_kind: "register"
  worstPathRequired_ns: 6.76
  critPathLaunch: "Bit_stream"
  path_cells: "clkdlybuf4s50_1, inv_1, ha_1, fa_1, fa_1, fa_1, fa_1, inv_1, fa_1, inv_1, fa_1, inv_1, fa_1, and4_1, mux2i_1, a2111oi_2"
  crit_top_cell: "fa_1"
  r2r_cells: 15
  cp_max_fo: 3
  critPathLaunchType: "primary input"
  r2r_setup_slack_ns: 1.58
placement:
  place_area_um2: 1963
  place_congestion: 0.7691
  port_buffers: 3
  dp_hpwl_um: 1873
  placed_cells: 189
layout:
  stdcell_area_um2: 2054
  num-fill-cells: 282
  drive_above_1_share_pct: 6.623
  fin_cells: 197
  syn_to_final_growth_pct: 9.103
cts:
  htreeDepth: 2
  tritoncts: "done"
  cts_root_buf: "clkbuf_8"
  clk_path_buf_depth: 2
  insertion_delay_ns: 0.28
  cts_buffers: 5
  clk_pin_slew_ns: 0.07
  clock-sinks: 38
  postCtsSetupBuffers: 0
  ctsHoldBuffers: 0
  post_cts_resized: 0
die:
  core_area_um2: 3468
  dieArea_um2: 4016
  die_width_um: 63.37
  rows: 21
  die_y_um: 63.37
  fp_util_pct: 54.29
  ios: 7
outcome:
  status: "completed"
run:
  drv_cap: 0
  warning_count: 26
## power groups by stage
stage / clock, mW / sequential [mW] / combinational, mW
CTS: 0.164 / 0.256 / 0.540
finish: 0.158 / 0.256 / 0.530
global route: 0.176 / 0.258 / 0.634
## Yosys cell counts, drive strengths merged, types with 3 or more instances
| cell | count |
|---|---|
| dfrtp | 38 |
| fa | 24 |
| ha | 10 |
| inv | 51 |
| buf | 3 |
## per-layer routing
layer / vias to the layer above / track usage (%) / share of wire [%]
li1: 408 / - / -
met1: 445 / 26.32 / 46
met2: 23 / 20.74 / 42
met3: 8 / 6.801 / 9.2
met4: 0 / 2.841 / 2.4
met5: - / 0 / 0
## sequential cells by signal, summed over array words and instances (netlist names)
| signal | count |
|---|---|
| corr_32.Out_4 | 1 |
| counter | 5 |
| serial_to_parallel | 31 |
| Out_str | 1 |
## worst max-delay path, delay by kind of cell
kind                       cells  cell delay (ns)
adders and majority gates      8             3.55
buffers and inverters          5             0.70
and+or+nand+nor                1             0.23
muxes                          1             0.16
AOI/OAI and AO/OA              1             0.09
## worst min path at each step
stage | endpoint | slack (ns)
4_1_cts | serial_to_parallel[19] | 0.38
5_1_grt | serial_to_parallel[26] | 0.38
6_report | serial_to_parallel[26] | 0.38
## metrics by stage
stage	utilization [%]	hold slack, ns	setup WS [ns]
finish	59.24	0.3756	0.7100
detailed placement	56.60	0.3624	0.3910
global route	59.24	0.3846	0.4470
floorplan	-	0.3537	1.020
CTS	59.24	0.3782	0.6781
global placement	56.60	0.3599	0.4459
## layout make-up
type | instances | area (um^2) | area share [%]
Clock inverter | 1 | 5.005 | 0.2436
Multi-Input combinational cell | 50 | 725.7 | 35.32
Timing Repair Buffer | 4 | 37.54 | 1.827
Sequential cell | 38 | 950.9 | 46.29
Tap cell | 46 | 57.56 | 2.801
Inverter | 51 | 191.4 | 9.318
Clock buffer | 7 | 86.33 | 4.202
## cells in the final DEF (no fill, tap or decap)
cell,n
and4_1,1
nor3b_1,1
mux2_2,1
conb_1,3
nand2b_1,1
inv_1,51
a21o_1,1
mux2i_1,1
a2111oi_2,1
clkbuf_8,6
xnor2_1,1
ha_1,10
and3_1,1
xor2_1,1
dfrtp_1,38
nand3_1,1
buf_4,1
clkinv_2,1
clkbuf_1,1
fa_1,24
clkdlybuf4s50_1,3
nor2_1,1
o32a_1,1
## cell families (layout without fill, tap and decap cells)
group,after synthesis,count (layout),synth area share (%)
buf+inv,54,63,11.36
flops,38,38,50.50
fa+ha+maj,34,34,32.16
simple gates,6,6,1.994
compound gates,3,3,1.728
xor+xnor,2,2,0.9304
mux,2,2,1.130
other cells,1,3,0.1991
Power and IR drop assume default switching activity.
